<file path="flow/config.mk">
export PLATFORM = sky130hd
export DESIGN_NAME = top
export DESIGN_NICKNAME = top
export VERILOG_FILES = /design/flow/design.v
export SDC_FILE = /design/flow/constraint.sdc
export NUM_CORES = 4
export LEC_CHECK = 1
export CORE_UTILIZATION = 50
</file>
<file path="flow/constraint.sdc">
current_design top

set clk_period 8.2
set clk_io_pct 0.2

create_clock -name clk0 -period $clk_period [get_ports {clk}]

set non_clock_inputs [all_inputs -no_clocks]
set_input_delay [expr $clk_period * $clk_io_pct] -clock clk0 $non_clock_inputs
set_output_delay [expr $clk_period * $clk_io_pct] -clock clk0 [all_outputs]
</file>
<file path="flow/run.sh">
#!/bin/bash
# OpenROAD 26Q1-2900-gdf79404cd8, Yosys 0.63+post, stock flow scripts
make -C /OpenROAD-flow-scripts/flow DESIGN_CONFIG=/design/flow/config.mk WORK_HOME=/design/flow/orfs finish
</file>
<file path="flow/design.v">
`line 2 "butterfly_in_tlv.tlv" 0  
`line 11 "butterfly_in_tlv.tlv" 1
	module top
   #(parameter ADDR_W = 4)
      (
     input wire clk,
     input wire reset_n,
     input wire [31:0] a,
     input wire [31:0] b,
     input wire [ADDR_W-1:0] tw_addr,
     output wire [31:0] c_plus,
     output wire [31:0] c_minus
   );
`line 50 "butterfly_in_tlv.tlv" 1
logic [31:0] BUTTERFLY1_a_a0,
             BUTTERFLY1_a_a1;
logic [3:0] BUTTERFLY1_addr_a0,
            BUTTERFLY1_addr_a1;
logic [31:0] BUTTERFLY1_b_a0,
             BUTTERFLY1_b_a1;
logic [31:0] BUTTERFLY1_c_a1,
             BUTTERFLY1_c_a2,
             BUTTERFLY1_c_a3,
             BUTTERFLY1_c_a4,
             BUTTERFLY1_c_a5,
             BUTTERFLY1_c_a6,
             BUTTERFLY1_c_a7,
             BUTTERFLY1_c_a8;
logic [15:0] BUTTERFLY1_ci_a1;
logic [15:0] BUTTERFLY1_cr_a1;
logic [31:0] BUTTERFLY1_d_a1,
             BUTTERFLY1_d_a2,
             BUTTERFLY1_d_a3,
             BUTTERFLY1_d_a4,
             BUTTERFLY1_d_a5,
             BUTTERFLY1_d_a6,
             BUTTERFLY1_d_a7,
             BUTTERFLY1_d_a8;
logic [15:0] BUTTERFLY1_di_a1;
logic [15:0] BUTTERFLY1_dr_a1;
logic [31:0] BUTTERFLY1_w_a1;
      always_ff @(posedge clk) BUTTERFLY1_a_a1[31:0] <= BUTTERFLY1_a_a0[31:0];
      always_ff @(posedge clk) BUTTERFLY1_addr_a1[3:0] <= BUTTERFLY1_addr_a0[3:0];
      always_ff @(posedge clk) BUTTERFLY1_b_a1[31:0] <= BUTTERFLY1_b_a0[31:0];
      always_ff @(posedge clk) BUTTERFLY1_c_a2[31:0] <= BUTTERFLY1_c_a1[31:0];
      always_ff @(posedge clk) BUTTERFLY1_c_a3[31:0] <= BUTTERFLY1_c_a2[31:0];
      always_ff @(posedge clk) BUTTERFLY1_c_a4[31:0] <= BUTTERFLY1_c_a3[31:0];
      always_ff @(posedge clk) BUTTERFLY1_c_a5[31:0] <= BUTTERFLY1_c_a4[31:0];
      always_ff @(posedge clk) BUTTERFLY1_c_a6[31:0] <= BUTTERFLY1_c_a5[31:0];
      always_ff @(posedge clk) BUTTERFLY1_c_a7[31:0] <= BUTTERFLY1_c_a6[31:0];
      always_ff @(posedge clk) BUTTERFLY1_c_a8[31:0] <= BUTTERFLY1_c_a7[31:0];
      always_ff @(posedge clk) BUTTERFLY1_d_a2[31:0] <= BUTTERFLY1_d_a1[31:0];
      always_ff @(posedge clk) BUTTERFLY1_d_a3[31:0] <= BUTTERFLY1_d_a2[31:0];
      always_ff @(posedge clk) BUTTERFLY1_d_a4[31:0] <= BUTTERFLY1_d_a3[31:0];
      always_ff @(posedge clk) BUTTERFLY1_d_a5[31:0] <= BUTTERFLY1_d_a4[31:0];
      always_ff @(posedge clk) BUTTERFLY1_d_a6[31:0] <= BUTTERFLY1_d_a5[31:0];
      always_ff @(posedge clk) BUTTERFLY1_d_a7[31:0] <= BUTTERFLY1_d_a6[31:0];
      always_ff @(posedge clk) BUTTERFLY1_d_a8[31:0] <= BUTTERFLY1_d_a7[31:0];
         assign BUTTERFLY1_a_a0[31:0] = a;
         assign BUTTERFLY1_b_a0[31:0] = b;
         assign BUTTERFLY1_addr_a0[3:0] = tw_addr;
         assign c_plus = BUTTERFLY1_c_a8;
         assign c_mius = BUTTERFLY1_d_a8;
      `line 28 "butterfly_in_tlv.tlv" 1    
               wire [31:0] twiddles [0:3];
               assign twiddles[0] = 32'h00000100;
               assign twiddles[1] = 32'hFF4B00B5;
               assign twiddles[2] = 32'hFF000000;
               assign twiddles[3] = 32'hFF4BFF4B;
            assign BUTTERFLY1_w_a1[31:0] = twiddles[$addr];
            assign BUTTERFLY1_cr_a1[15:0] = BUTTERFLY1_a_a1[31:16] + BUTTERFLY1_a_a1[31:16];
            assign BUTTERFLY1_ci_a1[15:0] = BUTTERFLY1_a_a1[15:0] + BUTTERFLY1_b_a1[15:0];
            assign BUTTERFLY1_dr_a1[15:0] = BUTTERFLY1_w_a1[31:16]*(BUTTERFLY1_a_a1[31:16] - BUTTERFLY1_b_a1[31:16]) - BUTTERFLY1_w_a1[15:0]*(BUTTERFLY1_a_a1[15:0] - BUTTERFLY1_b_a1[15:0]);
            assign BUTTERFLY1_di_a1[15:0] = BUTTERFLY1_w_a1[31:16]*(BUTTERFLY1_a_a1[15:0] - BUTTERFLY1_b_a1[15:0]) + BUTTERFLY1_w_a1[15:0]*(BUTTERFLY1_a_a1[31:16] - BUTTERFLY1_b_a1[31:16]);
            assign BUTTERFLY1_c_a1[31:0] = {BUTTERFLY1_cr_a1,BUTTERFLY1_ci_a1};
            assign BUTTERFLY1_d_a1[31:0] = {BUTTERFLY1_dr_a1,BUTTERFLY1_di_a1};
      `line 67 "butterfly_in_tlv.tlv" 2
   endmodule
</file>
==> qor.yml <==
numPortBuffers: 78
synth_flops: 264
post-dp-hpwl_mm: 3.57
edf_count: 0
cts_root_buffer: "clkbuf_16"
postCtsHoldBufs: 0
num_vias: 2668
synth_area_per_cell_sq_um: 15.9
yosysWarningCount: 35
lay_top_cells: "dfxtp_1, clkdlybuf4s50_1, conb_1"
clockBufferDepth: 3
die_height_microns: 114
critical_path_class: "reg2out"
syn_to_final_growth_pct: 26.7
critPathSlowestCell: "clkdlybuf4s50_1"
min_period_over_period: 0.356
critPathLaunchType: "register"
cts_tree: "yes"
ant_nets: 0
setup_ws_ns: 5.28
drv_slew: 0
wl_mm: 6.04
total_power_mw: 2.67
openroad.warnings: 47
worst-path-max-fanout: 1
dr.pass1.iters: 4
maxCapViolations: 0
p_leak_nw: 3.38
antenna_found_initial: 0
yosys_area_sq_mm: 0.00628
fin_worst_skew_ns: 0.00981
dr.first_iter.drc_count: 91
num_io_pins: 134
finalHoldViolations: 0
path_buffers: 1
async_reset_ff_frac: 0
grtUsageTotal: 0.0964
crit_family: "buffers and inverters"
wl_per_cell_microns: 8.84
syn_inst: 395
syn-cell-area_sq_mm: 0.00628
cts.clk_slew.worst_paths_ns: 0.06
via_per_inst: 3.91
post-route-min-period_ns: 2.92
dp.cells: 639
fmax_mhz: 342
coreArea_sq_mm: 0.0121
regArea_sq_mm: 0.00529
cts_setup_buffers: 0
n_antenna_cell: 0
grt_first_pass_wirelength_mm: 9.71
chipArea_sq_mm: 0.0130
fin_tns_setup_ns: 0
die_w_microns: 114
drive_gt1_frac: 0.0893
comb_area_sq_um: 843
finalNonFillerCells: 683
slowest_delay_ns: 0.48
power.density_mw_per_mm2: 335
grt_max_degree: 16
initCoreUtil: 0.518
post-place-ws_ns: 5.78
flop_cell: "dfxtp_1"
final_core_util: 0.657
h-tree-depth: 1
rsz0062_at_grt: "false"
arrival_ns: 1.28
cts_resized: 0
yosysUniqueCellTypes: 37
numCtsBuffers: 24
lay_top_count: "dfxtp_1"
clock_latency_ns: 0.50
required_ns: 6.56
ys_cells: 395
cp-end-kind: "output port"
place_congestion: 0.738
cts.sinks: 264
fp-row-count: 40
crit_chain: "clkdlybuf4s50_1"
irDropWorstVdd_mv: 0.215
synth_sequential_area_ratio: 0.842
status: "finished clean"
grt_overflow: 0
hold_path.class: "reg2reg"
grt_pass1_vias: 2272
setup_viol: 0
drc: 0
fill_cells: 859
[cells in the mapped netlist (2+ instances only)]
master | instances | area share
buf_4 | 33 | 0.039
nor2b_1 | 4 | 0.0040
inv_1 | 5 | 0.0030
ha_1 | 15 | 0.030
dfxtp_1 | 264 | 0.84
nand2_1 | 5 | 0.0030
nor2_1 | 12 | 0.0072
xnor2_1 | 11 | 0.015
a21oi_2 | 4 | 0.0056
nand3_1 | 3 | 0.0024
a31oi_1 | 3 | 0.0030
a21oi_1 | 4 | 0.0032
a211oi_1 | 2 | 0.0024
a21o_1 | 4 | 0.0048
o21ai_0 | 2 | 0.0016
o21a_1 | 3 | 0.0036
[power breakdown]
group | total, mW | switching [mW] | internal (mW)
registers | 1.47 | 0.0297 | 1.44
clock network | 1.09 | 0.422 | 0.667
logic | 0.114 | 0.0359 | 0.0781
[layout make-up]
class	instances	share of cell area
clock inverter	8	0.0127
timing repair buffer	78	0.0981
clock buffer	36	0.0900
tap	168	0.0264
multi-input combinational	124	0.106
sequential	264	0.664
inverter	5	0.00236
[path summary, 6_finish.rpt]
check	from	to	slack (ns)	cells after the start
worst max-delay path	BUTTERFLY1_c_a8[12]	c_plus[12]	5.28	1
worst min-delay path	BUTTERFLY1_c_a3[8]	BUTTERFLY1_c_a4[8]	0.31	0
worst min register to register	BUTTERFLY1_c_a3[8]	BUTTERFLY1_c_a4[8]	0.31	0
worst max register to register	BUTTERFLY1_a_a1[0]	BUTTERFLY1_c_a2[14]	5.98	9
[routing by layer]
metal | wire length (microns) | GRT usage
met1 | 2760 | 0.133
met2 | 2660 | 0.149
met3 | 452 | 0.0307
met4 | 174 | 0.0355
met5 | 0 | 0
[kinds of logic (layout without fill, tap and decap cells)]
logic type	after synthesis	in the layout	synth area share
flops	264	264	0.842
buf+inv	39	127	0.0430
compound gates	32	32	0.0407
simple gates	31	31	0.0239
fa+ha+maj	16	16	0.0331
xor+xnor	11	11	0.0153
other cells	1	33	0.000597
mux	1	1	0.00159
[flip-flops by register name (all words and copies together) (netlist names)]
signal / flops
BUTTERFLY1_c_a5: 31
BUTTERFLY1_c_a7: 31
BUTTERFLY1_c_a6: 31
BUTTERFLY1_c_a8: 31
BUTTERFLY1_c_a4: 31
BUTTERFLY1_a_a1: 31
BUTTERFLY1_c_a2: 31
BUTTERFLY1_b_a1: 16
BUTTERFLY1_c_a3: 31
[stage by stage]
| step | instance area, sq um | hold slack [ns] |
|---|---|---|
| after floorplan | 6400 | 0.310 |
| after global placement | 7140 | 0.309 |
| after detailed placement | 7140 | 0.312 |
| after CTS | 7960 | 0.318 |
| after global routing | 7960 | 0.322 |
| final | 7960 | 0.315 |
